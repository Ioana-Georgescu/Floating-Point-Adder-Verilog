[./design.v]
`timescale 1ns / 1ps
module add_mant(
    input [49:0]mantise_conc,
    input op,
    output [25:0]sum
    );
    reg semn1, semn2;
    reg [23:0]mant1, mant2;
    reg [24:0]s;
    reg semn_s;
    always @(*)
    begin
        semn1 = mantise_conc[49];
        semn2 = mantise_conc[24];
        mant1 = mantise_conc[48:25];
        mant2 = mantise_conc[23:0];
        if(op == 0) 
            begin
                if(semn1 == semn2)
                    begin
                        s = mant1 + mant2;
                        semn_s = semn1;
                    end
                else
                    begin
                        if(mant1 >= mant2)
                            begin
                                s = mant1 - mant2;
                                semn_s = semn1;
                            end
                        else
                            begin
                                s = mant2 - mant1;
                                semn_s = semn2;
                            end
                    end
            end
        else 
            begin
                if(semn1 == semn2)
                    begin
                        if(mant1 >= mant2)
                            begin
                                s = mant1 - mant2;
                                semn_s = semn1;
                            end
                        else
                            begin
                                s = mant2 - mant1;
                                semn_s = ~semn2;
                            end
                    end
                else
                    begin
                        semn_s = semn1;
                        s = mant1 + mant2;
                    end
        end
    end
    assign sum = {semn_s, s};
endmodule
[./run.sh]
#!/bin/bash
# OpenROAD 26Q1-2900-gdf79404cd8, Yosys 0.63+post, stock flow scripts
make -C /OpenROAD-flow-scripts/flow DESIGN_CONFIG=/design/flow/config.mk WORK_HOME=/design/flow/orfs finish
[./config.mk]
export PLATFORM = sky130hd
export DESIGN_NAME = add_mant
export DESIGN_NICKNAME = add_mant
export VERILOG_FILES = /design/flow/design.v
export SDC_FILE = /design/flow/constraint.sdc
export NUM_CORES = 4
export LEC_CHECK = 1
export CORE_UTILIZATION = 40
[./constraint.sdc]
current_design add_mant

set clk_period 18.2
set clk_io_pct 0.2

create_clock -name clk0 -period $clk_period

set non_clock_inputs [all_inputs -no_clocks]
set_input_delay [expr $clk_period * $clk_io_pct] -clock clk0 $non_clock_inputs
set_output_delay [expr $clk_period * $clk_io_pct] -clock clk0 [all_outputs]
==> summary.txt <==
flow finished, numbers: Vias/cell=around 5.6, status=complete, no violations, unrepaired setup endpoints after global routing=false, Die Height=99.5 um, Die X=between 90 and 100 um, max-cap violations=0, Setup CP Type=in -> out, Worst Max-Slew Pin Slew=approximately 0.67 ns, maximum number of pins on one net before global-route repair=20, yosys cell count=around 570, Final ANT Viol Nets=0, LEAKAGE=~2.1 nW, # resized after CTS=0, Core Region=9240 sq um, vias in the first global route=between 4000 and 5000, post-CTS setup buffers=0, Rows=35, top cells, area=ha_1, a21oi_1, inv_1, Final Util=roughly 50%, Post-DP Area=about 4600 sq um, Area leader share=24.7%, Power Density=40.2 nW/um^2, first-pass GRT wire length=19700 um, setup TNS=0 ns, final hold violations=0, Mapped Area=~3800 sq um, worst path required time=roughly 15 ns, Hold WC Path Type=in -> out, final setup fails=0, gp weighted congestion=1.02, post-DP HPWL=9550 um, Yosys chip area=approximately 3800 sq um, Tool Warnings=roughly 83, DRC Markers=0, Critical-path top delay cell=o41ai_2, DRT iter0 DRCs=236, critical path arrival=8.02 ns, most numerous logic cell after layout=clkdlybuf4s50_1, gr ovfl total=0, CP Capture Type=output port, io pins=77, area delta synth->final=22.3%, hold path depth=4, critical path, cell by cell=clkdlybuf4s50_1 > inv_1 > ha_1 > a2111oi_0 > o221ai_1 > o22a_1 > a31o_2 > a21o_1 > buf_4 > o41ai_2 > o21ai_0 > xnor2_1 > clkdlybuf4s50_1, Seq share, synth=0%, most frequent cells in the layout=clkdlybuf4s50_1, ha_1, inv_1, fin. max-slew vios=0, top cell type by total area after synthesis=ha_1, synthesized instance count=between 500 and 600, worst-case vdd ir drop=0.0201 mV, Final Cell Area=4650 sq um, minimum clock period=between 10 and 15 ns, I/O Buffers=~77, antenna diode count=0, DR WL/cell=15.8 um, cell mode on critical path=clkdlybuf4s50_1, global-route usage over all layers=roughly a quarter, Synth Area per Inst=6.72 sq um, Tcrit/Tclk final=64.1%, first drt pass iteration count=4, worst relative slew slack=a little under three fifths, Yosys warning count=1, max incr delay on CP=between 0.5 and 0.6 ns, layout cells sized above 1=2.91%, FP Util=41.1%, f_max=around 0.086 GHz, post-synth cell types=just over 70, initial antenna violation count=0, chip area=9900 sq um, Reg area=0 sq um, flip-flops=0, Worst Setup Start Kind=primary input, WL final=between 10000 and 15000 um, CP max FO=16, cts hold-fix bufs=0, Vias=around 4200, Layout clock buffers=0
## metal layers
layer | wire, um | vias to the layer above | track usage (%)
li1 | - | 2130 | -
met1 | 6070 | 1899 | 38.4
met2 | 5060 | 133 | 38.2
met3 | 556 | 11 | 1.86
met4 | 94 | 0 | 2.71
met5 | 0 | - | 0
## cell usage after synthesis, types with 11 or more instances
cell and n:
clkbuf_1 15, ha_1 75, nand3_1 12, o21ai_0 32, a31oi_1 11, xnor2_1 21
nor3_1 14, inv_1 71, nor2_1 50, nand2_1 31, a21o_1 13, o21bai_1 12
a21oi_1 62
## power by group
group          total (W)  switching (W)  internal, W
combinational   0.000187      0.0000933    0.0000937
clock                  0              0            0
sequential             0              0            0
total           0.000187      0.0000933    0.0000937
## layout make-up
class / count / area (sq um)
well taps: 129 / 161
repair buffers: 80 / 793
multi-input cells: 466 / 3420
fillers: 954 / 4590
inverters: 73 / 274
## worst max-delay path, delay by kind of cell
kind	cells	cell delay (ns)
buf+inv	4	1.32
fa+ha+maj	1	0.53
xor+xnor	1	0.17
compound gates	7	2.37
## final timing paths
path,from,slack [ns],end
setup / recovery,mantise_conc[14],6.54,sum[20]
hold / removal,mantise_conc[49],8.38,sum[25]
## cell families (layout without fill, tap and decap cells)
group / Yosys count / count (layout) / share of synthesized area [%]
AND-OR/OR-AND: 198 / 198 / 35.1
AND/OR/NAND/NOR: 157 / 157 / 20.2
buffers and inverters: 100 / 153 / 10.4
adder cells (fa/ha/maj): 78 / 78 / 26.3
XOR/XNOR: 25 / 25 / 5.76
multiplexers: 8 / 8 / 2.24
## stage by stage
step | hold slack [ns] | worst slack, ns | total power, W | instances
after detailed placement | 8.38 | 6.59 | 0.000185 | 748
after CTS | 8.40 | 6.54 | 0.000187 | 748
after global placement | 8.41 | 6.76 | 0.000186 | 748
after global routing | 8.44 | 6.27 | 0.000207 | 748
final | 8.38 | 6.54 | 0.000187 | 748
after floorplan | 7.41 | 8.39 | 0.000108 | 566
Power is estimated from default activity; no workload was simulated.
