==> design/flow/design.v <==
`timescale 1ns / 1ps
module registru_57b(
    input [56:0]mantise_conc,
    input clk, clear, load,
    output reg [56:0]saved_mants_conc
    );
    always @(posedge clk)
        if(clear)
            saved_mants_conc <= 57'b0;
        else if(load)
            saved_mants_conc <= mantise_conc;
endmodule
==> design/flow/run.sh <==
#!/bin/bash
# OpenROAD 26Q1-2900-gdf79404cd8, Yosys 0.63+post, stock flow scripts
make -C /OpenROAD-flow-scripts/flow DESIGN_CONFIG=/design/flow/config.mk WORK_HOME=/design/flow/orfs finish
==> design/flow/config.mk <==
export PLATFORM = sky130hd
export DESIGN_NAME = registru_57b
export DESIGN_NICKNAME = registru_57b
export VERILOG_FILES = /design/flow/design.v
export SDC_FILE = /design/flow/constraint.sdc
export NUM_CORES = 4
export LEC_CHECK = 1
export CORE_UTILIZATION = 30
==> design/flow/constraint.sdc <==
current_design registru_57b

set clk_period 1.1
set clk_io_pct 0.2

create_clock -name clk0 -period $clk_period [get_ports {clk}]

set non_clock_inputs [all_inputs -no_clocks]
set_input_delay [expr $clk_period * $clk_io_pct] -clock clk0 $non_clock_inputs
set_output_delay [expr $clk_period * $clk_io_pct] -clock clk0 [all_outputs]
==> summary.txt <==
Summary of the current implementation state.

- The run finished with clean final reports.
- Across all stage logs, warnings added up to 25.
- The global-route total usage across every layer is 0.140, for reference.
- In this run, the synthesized area fraction spent on xor and xnor cells is recorded as 0.
- After layout, the setup clock skew is reported as 0 ns.
- The pin count of the biggest net entering global routing is 58, for reference.
- The final timing report lists a hold violation count of 0.
- The depth of the worst register-to-register path is 2, for reference.
- The detail route stage leaves a number of antenna-violating nets equal to 0.
- The slew at the pin closest to its max-slew limit is 0.246 ns, for reference.
- The compound-cell area share of the yosys netlist is 0, for reference.
- The final setup violation count is 0, for reference.
- The first detailed-routing pass took 23 iterations.
- The count of standard-cell rows is 29, for reference.
- The max-cap check violation count is 0, for reference.
- The number of global-route vias before repair came to 1640.
- Per Yosys stat, the portion of area used by sequential elements is 0.554.
- Among the non-sequential cells, multiplexers take the most area.
- The worst path in the final design needs a cycle of 1.04 ns, including I/O delays and setup.
- Counting distinct cell types in the post-synthesis netlist gives 8.
- The clock transition time at the flip-flop clock pins of the worst setup and hold paths is 0.06 ns, for reference.
- The largest registers in the layout are saved_mants_conc: 57 flops.
- Counting the warning lines in the Yosys log gives 1.
- The worst setup path is captured at a primary output.
- The post-synthesis share of cell area spent on full adders, half adders and majority gates is 0, for reference.
- The fraction of registers with async set or reset after synthesis is 0, for reference.
- The total buffers and inverters traversed by the critical path is 1, for reference.
- The root buffer cell is clkbuf_8, for reference.
- STA reports the tightest min-delay check as being of type input port to register.
- The analysis attributes to cell leakage a power of 1.56 nW.
- Per the gpl log, the routability congestion estimate is 0.672.
- After clock tree synthesis, the flow added hold-fix buffers numbering 0.
- The cell accounting for the most synthesized area is dfxtp_1, for reference.
- In the post-route report, total wirelength is listed as 4740 um.
- After layout, the design draws a total of 0.00472 W.
- The number of flip-flops in the largest register is 57, for reference.
- IR analysis of the VDD net gives a maximum drop of 0.880 mV.
- The maximum net fanout on the critical path is 2, for reference.
- Among all flip-flop cells after synthesis, the most frequent one is dfxtp_1.
- For reference, the top cells by area after synthesis are dfxtp_1 55%, mux2i_1 28%, nor2_1 10%.
- Per the OpenROAD floorplan log, the area of the die is 0.00720 mm^2.
- The horizontal die size is 84.8 um, for reference.
- The initial detailed-routing violation count is 50, for reference.
- The global-route wire length before repair is 7820 um, for reference.
- The mean instance size in the synthesized netlist is 11.2 um^2, for reference.
- The kind of cell with the highest combined delay along the critical path is flip-flops.
- The sum of negative setup slack is 0 ns, for reference.
- Ranked by instance count, the synthesized netlist is headed by 57 x dfxtp_1, 57 x mux2i_1, 57 x nor2_1.
- The post-synthesis instance total is 184, for reference.
- Headroom to the max-slew limit came out at 0.836.
- TritonRoute reported its final design rule violation total as 0.
- Setup repair after global routing left no endpoint under its margin.
- The number of clock sinks is 57, for reference.
- Counting the buffers created by CTS gives 9.
- After synthesis the cells add up to 0.00206 mm^2.
- The share of the clock period used by the worst path after layout is 0.950, for reference.
- The routed via count is 1654, for reference.
- Dividing the detail-routed via count by the number of cells gives 4.31.
- In this run the vertical extent of the chip is 84.8 um.
- Dividing the detail-routed wire length by the instance count gives 12.3 um.
- The cell area reported after detailed placement is 0.00326 mm^2, for reference.
- Across all register-to-register paths, the minimum setup slack is 0.48 ns.
- Per STA, the worst path is made up of clkdlybuf4s15_1.
- The core outline area is 0.00649 mm^2, for reference.
- The report lists the power per cell area as 1350 mW/mm^2.
- The area growth from synthesis to layout is 69.4%.
- The area share of the largest cell type after synthesis is 0.554, for reference.
- The register containing the most flip-flops in the final layout is saved_mants_conc, for reference.
- The I/O pin count is 117, for reference.
- The initial cell density of the core is 0.317, for reference.
- The critical path endpoint has a required time of 0.88 ns.
- The slowest stage of the critical path is the dfxtp_2 cell.
- The H-tree generated during clock tree synthesis spans 3 levels.
- The critical path depth in cells is 1, for reference.
- The cell count listed in synth_stat.txt is 184, for reference.
- The OpenROAD report gives the critical path a data arrival time of 0.82 ns.
- The fraction of final layout cells sized beyond drive strength 1 is 0.267, for reference.
- The maximum single-stage delay on the critical path is 0.32 ns, for reference.
- The leftover overflow at the end of global routing is 0, for reference.
- The number of antenna repair diodes is 0, for reference.
- The type of the worst setup path is register to primary output, for reference.
- The area figure in the yosys stat output is 0.00206 mm^2, for reference.
- For reference, the final report shows the max-slew violation count at 0.
- TritonCTS built the clock tree.
- The fraction of the mapped netlist area in simple logic gates is 0.104, for reference.
- For the completed layout, the total cell area is recorded as 0.00349 mm^2.
- In the placement report, post-DP HPWL is listed as 3180 um.
- The post-synthesis register bit count is 57, for reference.
- The mux cell area share after synthesis is 0.277, for reference.
- Looking at the clock tree report, the maximum root-to-sink buffer count equals 2.
- Per the placement log, port buffering inserted 116 buffers.
- Counting flops with a built-in enable in the synthesized netlist gives 0.
- Derived from the worst setup path, the maximum achievable clock frequency is 0.957 GHz.
- At the later pin of the worst-skew pair, clock insertion delay measures 0.32 ns.
- The sort of element at the start of the critical path is a register, for reference.
- The initial antenna violation count is 0, for reference.
- In the hold timing report, the worst path depth is 3.
## cell usage in the layout (no fill, tap or decap), drive strengths merged
| master | n |
|---|---|
| dfxtp | 57 |
| clkdlybuf4s50 | 57 |
| bufinv | 1 |
| nor2 | 57 |
| mux2i | 57 |
| clkdlybuf4s15 | 52 |
| clkbuf | 16 |
| buf | 7 |
| clkinv | 3 |
## power breakdown
group	switching (W)	total, W	leakage (nW)	internal (W)
clock network	0.000772	0.00179	0.0929	0.00102
registers	0.0000554	0.00227	0.491	0.00221
logic	0.000198	0.000658	0.974	0.000460
total	0.00103	0.00472	1.56	0.00370
## what timing repair did
action	4_1_cts	5_1_grt
setup endpoints to repair	57	7
resized	169	7
setup buffers	0	0
pin swaps	0	0
## stage by stage
stage | util | hold slack (ns) | std cells | worst slack, ns
2_1_floorplan | - | 0.367 | 184 | 0.199
3_3_place_gp | 0.502 | 0.471 | 369 | 0.0736
3_5_place_dp | 0.502 | 0.480 | 369 | 0.0709
4_1_cts | 0.540 | 0.338 | 384 | 0.000559
5_1_grt | 0.537 | 0.350 | 384 | 0.00219
6_report | 0.537 | 0.342 | 384 | 0.0552
## cell type report
| class | count | area, um^2 |
|---|---|---|
| repair buffers | 121 | 1220 |
| fillers | 583 | 3010 |
| multi-input cells | 114 | 785 |
| well taps | 77 | 96.3 |
| clock inverters | 4 | 45.0 |
| clock buffers | 11 | 131 |
| flip-flops and latches | 57 | 1210 |
## layer usage
| metal | GRT usage | vias to the layer above | routed length (um) |
|---|---|---|---|
| met2 | 0.211 | 80 | 2000 |
| met4 | 0.0247 | 0 | 34 |
| met1 | 0.194 | 722 | 2120 |
| met5 | 0 | - | 0 |
| met3 | 0.0612 | 6 | 576 |
| li1 | - | 846 | - |
## cells by family (layout without fill, tap and decap cells)
kind of cell / Yosys count / in the layout
buffers and inverters: 13 / 136
DFF: 57 / 57
muxes: 57 / 57
and+or+nand+nor: 57 / 57
## final timing paths
check	startpoint	to
worst max-delay path	saved_mants_conc[23]$_SDFFE_PP0P_	saved_mants_conc[23]
worst min-delay path	clear	saved_mants_conc[45]$_SDFFE_PP0P_
worst max register to register	saved_mants_conc[48]$_SDFFE_PP0P_	saved_mants_conc[48]$_SDFFE_PP0P_
worst min register to register	saved_mants_conc[19]$_SDFFE_PP0P_	saved_mants_conc[19]$_SDFFE_PP0P_
No activity file was given, so power comes from the tool's default toggle rates.
