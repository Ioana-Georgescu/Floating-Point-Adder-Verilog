===== ./constraint.sdc =====
current_design alin_mant

set clk_period 7.0
set clk_io_pct 0.2

create_clock -name clk0 -period $clk_period

set non_clock_inputs [all_inputs -no_clocks]
set_input_delay [expr $clk_period * $clk_io_pct] -clock clk0 $non_clock_inputs
set_output_delay [expr $clk_period * $clk_io_pct] -clock clk0 [all_outputs]

===== ./run.sh =====
#!/bin/bash
# OpenROAD 26Q1-2900-gdf79404cd8, Yosys 0.63+post, stock flow scripts
make -C /OpenROAD-flow-scripts/flow DESIGN_CONFIG=/design/flow/config.mk WORK_HOME=/design/flow/orfs finish

===== ./config.mk =====
export PLATFORM = sky130hd
export DESIGN_NAME = alin_mant
export DESIGN_NICKNAME = alin_mant
export VERILOG_FILES = /design/flow/design.v
export SDC_FILE = /design/flow/constraint.sdc
export NUM_CORES = 4
export LEC_CHECK = 1
export CORE_UTILIZATION = 50

===== ./design.v =====
`timescale 1ns / 1ps
module alin_mant(
    input [56:0]mantise_conc,
    output [49:0]mantise_alin
    );
    reg semn1, semn2;
    reg [8:0]val1;
    reg [23:0]mant1, mant2, aux;
    always @(*)
        begin
            val1 = mantise_conc[56:48];
            semn1 = mantise_conc[47];
            mant1 = {1'b1, mantise_conc[46:24]};
            semn2 = mantise_conc[23];
            mant2 = {1'b1, mantise_conc[22:0]};
            if(val1[8] > 0)
                begin
                    aux = mant2 >> val1[7:0];
                    mant2 = aux;
                end
            else
                begin
                    aux = mant1 >> val1[7:0];
                    mant1 = aux;
                end
        end
    assign mantise_alin = {semn1, mant1, semn2, mant2};
endmodule

==> out/qor.yml <==
status: "completed"
num_rows: 24
postCtsSetupBuffers: 0
setup_violations: 0
cp-endpoint: "mantise_alin[2]"
worst_slew_pin_slew_ns: 0.8047
critPathLaunch: "mantise_conc[49]"
wl_per_cell_um: 20.73
initCoreUtil_pct: 53.32
cts_resized: 0
hp-class: "in -> out"
required_ns: 5.60
diodes: 0
syn_to_final_growth_pct: 40.81
grt_pass1_vias: 2901
core_um2: 4444
drv_slew: 0
tool_warnings: 34
die_w_um: 70.85
fmax_mhz: 167.5
yosys-stat-area_um2: 2370
cpPeakStageDelay_ns: 0.87
top_cell_area_share_pct: 10.93
critPathLaunchType: "input port"
drtAntennaViolNets: 0
ios: 107
rsz0062_at_grt: "no"
grt_max_degree: 43
first_iter_violations: 350
fin_tns_setup_ns: 0
yosys.area.top_type: "mux2_2"
chipArea_um2: 5019
seqCellArea_um2: 0
mi_logic_area_um2: 2148
gp_congestion: 1.173
powerDensity_nw_per_um2: 65.61
wl_mm: 9.745
max-vdd-ir-drop_uv: 43.81
syn_area_um2: 2370
crit_chain: "clkdlybuf4s50_1, nor3b_4, buf_4, a221oi_2, o311ai_0, nand2_1, o2bb2ai_1, clkdlybuf4s50_1"
crit_type: "in -> out"
path_buffers: 3
viasPerCell: 7.153
crit_path_max_fanout: 34
end_kind: "output port"
fin_crit_ns: 5.971
critPathSlowestCell: "clkdlybuf4s50_1"
synth_stat.cells: 343
drive_above_1_share_pct: 13.88
drc: 0
antenna_found_initial: 0
synth_dominant_cell_count: "nand2_1"
syn_area_per_cell_um2: 6.909
die_h_um: 70.85
dp_hpwl_mm: 7.476
grt_pass1_wl_mm: 15.15
overflow: 0
cp_top_family: "buffers and inverters"
synthCells: 343
drt-pass1-iter-count: 25
fin_crit_sh_pct: 85.30
portBuffers: 103
crit_top_cell: "clkdlybuf4s50_1"
grt_usage_pct: 38.73
num_vias: 3362
cap_violations: 0
clock_buffers: 0
fin_cells: 470
nFillCells: 330
dp.cells: 470
ctsHoldBuffers: 0
power.leakage_nw: 1.130
hold_viol: 0
common_cells: "nand2_1, o21ai_0, mux2_2, o31ai_1"
area_leaders: "mux2_2, nand2_1, mux4_2"
worstPathArrival_ns: 4.57
path_depth: 8
yosys_warnings: 1
relSlewSlack_pct: 45.79
ys_types: 51
ff_count: 0
ys_seq_share_pct: 0
## worst min path at each step
stage	end	cells after the start	slack, ns	start
CTS	mantise_alin[24]	0	2.80	mantise_conc[23]
global route	mantise_alin[24]	0	2.80	mantise_conc[23]
finish	mantise_alin[24]	0	2.80	mantise_conc[23]
## through the flow
step           power [mW]  area [µm²]  setup slack, ns  hold WS [ns]  utilization (%)
2_1_floorplan      0.1129        2370            2.738         2.855                -
3_3_place_gp       0.2117        3337            1.238         2.800            75.08
3_5_place_dp       0.2125        3337            1.138         2.800            75.08
4_1_cts            0.2135        3337            1.142         2.800            75.08
5_1_grt            0.2328        3337           0.9250         2.800            75.08
6_report           0.2189        3337            1.029         2.800            75.08
## cells in the final DEF (no fill, tap or decap), drive strengths merged, types with 5 or more instances in the layout
cell,instances
a22o,9
nand3,5
mux2,23
nand2b,5
o31ai,22
a211oi,6
inv,7
nor2,20
nand2,56
a21oi,9
a31oi,6
mux4,8
buf,10
o41ai,5
nor4,7
o21ai,28
a221oi,24
clkdlybuf4s50,102
nor3,21
## routing by layer
layer | part of all wire [%] | global-route usage [%]
met1 | 41 | 58.13
met2 | 41 | 52.88
met3 | 15 | 13.29
met4 | 3.3 | 11.33
met5 | 0 | 0
## logic make-up after synthesis
logic type      synth area share [%]
compound gates                 45.99
simple gates                   24.45
buf+inv                        9.345
mux                            20.22
## area by class of cell
type                       count  share of cell area [%]
tap                           52                   1.950
inverter                       8                  0.8999
multi-input combinational    298                   64.38
timing repair buffer         112                   32.77
## power breakdown
group | total (mW) | switching (mW) | internal (mW)
clock network | 0 | 0 | 0
registers | 0 | 0 | 0
logic | 0.219 | 0.110 | 0.109
total | 0.219 | 0.110 | 0.109
No activity file was given, so power comes from the tool's default toggle rates.
